===== /design/flow/constraint.sdc =====
current_design sqrt

set clk_period 6.1
set clk_io_pct 0.2

create_clock -name clk0 -period $clk_period [get_ports {clk}]

set non_clock_inputs [all_inputs -no_clocks]
set_input_delay [expr $clk_period * $clk_io_pct] -clock clk0 $non_clock_inputs
set_output_delay [expr $clk_period * $clk_io_pct] -clock clk0 [all_outputs]

===== /design/flow/config.mk =====
export PLATFORM = sky130hd
export DESIGN_NAME = sqrt
export DESIGN_NICKNAME = sqrt
export VERILOG_FILES = /design/flow/design.v
export SDC_FILE = /design/flow/constraint.sdc
export NUM_CORES = 4
export LEC_CHECK = 1
export CORE_UTILIZATION = 50

===== /design/flow/run.sh =====
#!/bin/bash
# OpenROAD 26Q1-2900-gdf79404cd8, Yosys 0.63+post, stock flow scripts
make -C /OpenROAD-flow-scripts/flow DESIGN_CONFIG=/design/flow/config.mk WORK_HOME=/design/flow/orfs finish

===== /design/flow/design.v =====
module sqrt #(
    parameter DIN_W  = 32,
    parameter DOUT_W = DIN_W / 2 + DIN_W % 2  
)(
    input wire clk,
    input wire rst,
    input  wire [DIN_W-1:0] din,
    input  wire             din_valid,
    output wire             din_ready,
    output wire [DOUT_W-1:0] dout,
    output reg               dout_valid
);
localparam RADICAND_W  = DIN_W + DIN_W % 2;  
localparam SOLUTION_W  = DOUT_W;
localparam REMAINDER_W = SOLUTION_W + 2;
localparam ALU_W       = REMAINDER_W;
localparam CALC_CNT_W  = $clog2(SOLUTION_W);
reg [RADICAND_W-1:0]  radicand;
reg [SOLUTION_W-1:0]  solution;
reg [REMAINDER_W-1:0] remainder;
wire                 calc_start;
wire                 calc_end;
reg                  calc_busy;
reg [CALC_CNT_W-1:0] calc_cnt;
wire [ALU_W-1:0] alu_res;
wire [ALU_W-1:0] alu_arg0;
wire [ALU_W-1:0] alu_arg1;
wire             alu_addsub;
assign calc_start = din_valid;
always @(posedge clk or posedge rst) begin
    if (rst)
        calc_busy <= 1'b0;
    else if (calc_end)
        calc_busy <= 1'b0;
    else if (calc_start)
        calc_busy <= 1'b1;
end
assign din_ready = ~calc_busy;
assign calc_end = (calc_cnt == (DOUT_W - 1));
always @(posedge clk or posedge rst) begin
    if (rst)
        calc_cnt <= 0;
    else if (calc_busy)
        calc_cnt <= calc_cnt + 1;
    else if (calc_start)
        calc_cnt <= 0;
end
always @(posedge clk or posedge rst) begin
    if (rst)
        dout_valid <= 1'b0;
    else
        dout_valid <= calc_end;
end
assign dout = solution;
always @(posedge clk) begin
    if (rst) begin
        radicand  <= 0;
        solution  <= 0;
        remainder <= 0;
    end else if (calc_busy) begin
        radicand  <= {radicand[(RADICAND_W-2)-1:0], 2'b00};
        solution  <= {solution[(SOLUTION_W-1)-1:0], ~alu_res[ALU_W-1]};
        remainder <= alu_res;
    end else if (calc_start) begin
        radicand  <= din;
        solution  <= 0;
        remainder <= 0;
    end
end
assign alu_addsub = remainder[REMAINDER_W-1];
assign alu_arg0 = {solution, remainder[REMAINDER_W-1], 1'b1};
assign alu_arg1 = {remainder[(REMAINDER_W-2)-1:0], radicand[RADICAND_W-1:RADICAND_W-2]};
assign alu_res = alu_addsub ? alu_arg0 + alu_arg1 : alu_arg1 - alu_arg0;
endmodule

==> run summary <==
Layout cells sized above 1: 5.65%
Area Growth Syn to Fin: 19.6%
Top Ports: 53
Initial detailed-routing violation count: 107
Die width: 89.4 um
Most frequent cells after synthesis: nor2_1, dfxtp_1, a21oi_1
Hpwl dp: 5250 um
IO buf count: 52
Top delay family on crit path: flip-flops
Worst slew margin: 41.5%
DR DRC count: 0
Seq share, synth: 38.0%
Avg Inst Size Synth: 8.47 sq um
AND/OR/NAND/NOR Cells, Area Fraction: 18.7%
Post-route ant nets: 0
Hold buffers post-CTS: 0
Final Hold Viols: 0
Via-per-instance ratio: 5.27
Ao+oa area frac: 17.0%
CTS tree: built
Final Instance Count excl. Fillers: 595
Total negative slack: 0 ns
Slowest-stage cell, CP: dfrtp_2
Chip area in the Yosys report: 3820 sq um
RD Place Congestion: 0.874
# setup viols final: 0
Post-CTS Setup Repair Bufs: 0
Top logic family: simple AND/OR/NAND/NOR gates
Most frequent cell after synthesis: nor2_1
FILL cells: 642
Worst-path cell chain: inv_1, clkdlybuf4s50_1
WS Path Type: flip-flop to output pin
Crit path required time: 4.88 ns
Tool warnings: 27
Crit path DAT: 1.86 ns
Worst IR drop on VDD: 0.000255 V
Clock latency (worst-skew pair): 0.34 ns
Floorplan Utilization: 52.1%
Leakage power: 1.77 nW
Synth warn: 1
Grt ovf: 0
Worst clock skew: 0.0128 ns
Yosys Instances: 451
Post-synth top area cell: dfxtp_1
Int Power: 0.00131 W
Max Root-Sink Buffers: 2
Dominant register cell: dfxtp_1
Area fraction in mux cells: 8.65%
Vias in the first global route: 2,749
Chip Height: 89.4 um
Max Cap Violations: 0
Logic area: 2210 sq um
Distinct lib cells: 46
P per Cell Area: 480 nW/um^2
FFs w/ async S/R, synth: 8.45%
CP Launch Type: flip-flop
Average wire per standard cell: 13.3 um
Seq cells post-synth: 71
Clock net sink count: 71
Initial antenna violation count: 0
Max Slew Vio Count: 0
Hold Crit Class: flip-flop to flip-flop
Routed wire length: 7930 um
Fin crit period: 3.08 ns
Worst Path Buf+Inv: 2
Sequential power share: 29.7%
Status: completed
Row count: 31
Number of flops mapped to enable cells by yosys: 0
Clock power frac: 17.9%
Dpl cells: 579
First-pass GRT wire length: 12,800 um
Max FO, Critical Path: 39
GR Util All Layers: 21.2%
Slew at the pin closest to its max-slew limit: 0.875 ns
Synth top area share: 34.1%
Psw: 0.000887 W
Synth area leaders: dfxtp_1, nor2_1, mux2i_1
TritonRoute pass-1 iters: 4
N_diodes: 0
Pin count of the biggest net entering global routing: 65
Root Driver: clkbuf_8
H-tree depth: 3
Fmax: 325 MHz
Worst-path clk slew: 0.07 ns
Adder share: 5.90%
FF+latch area: 1450 sq um
TritonCTS Buffers: 9
Switching share of power: 40.4%
Mapped Cells: 451
Crit path largest cell delay: 0.76 ns
Period utilization: 50.5%
RSZ-0062 raised after global routing: false
Worst setup EP type: output pin
Via count: 3,137
XOR Share, Synth: 7.57%
Die area: 7990 sq um
Comb pwr share: 52.3%
Core ar.: 7330 sq um
Mapped cell area: 3820 sq um
CTS resizes: 0
-- cells by family after synthesis --
kind of cell / after synthesis
compound gates: 104
xor+xnor: 33
fa+ha+maj: 18
buf+inv: 34
flops: 71
mux: 33
simple gates: 158
-- through the flow --
step	hold slack, ns	total power [W]	instance area (sq um)	utilization [%]	setup slack [ns]
2_1_floorplan	0.432	0.00159	3820	-	3.50
3_3_place_gp	0.445	0.00179	4360	59.4	2.87
3_5_place_dp	0.454	0.00180	4360	59.4	2.84
4_1_cts	0.474	0.00221	4570	62.3	3.01
5_1_grt	0.483	0.00239	4570	62.3	2.88
6_report	0.469	0.00219	4570	62.3	3.02
-- final timing paths --
kind | startpoint | end | slack [ns] | cells past startpoint
max | calc_busy$_DFFE_PP0P_ | din_ready | 3.02 | 2
min | remainder[13]$_SDFFE_PP0P_ | remainder[13]$_SDFFE_PP0P_ | 0.47 | 2
max reg2reg | remainder[17]$_SDFFE_PP0P_ | solution[0]$_SDFFE_PP0P_ | 3.35 | 9
min reg2reg | remainder[13]$_SDFFE_PP0P_ | remainder[13]$_SDFFE_PP0P_ | 0.47 | 2
max in group asynchronous | rst | calc_busy$_DFFE_PP0P_ | 4.68 | 3
min in group asynchronous | rst | dout_valid$_DFF_PP0_ | 1.20 | 3
-- final cells by class --
class	count	share of cell area (%)
inverter	6	0.493
timing repair buffer	57	12.0
clock inverter	2	0.822
tap	99	2.71
sequential	71	31.8
clock buffer	14	3.78
multi-input combinational	346	48.4
-- sequential cells by signal, indices dropped and copies added (netlist names) --
| signal | count |
|---|---|
| radicand | 32 |
| remainder | 17 |
| dout_valid | 1 |
| calc_cnt | 4 |
| calc_busy | 1 |
| solution | 16 |
-- metal layers --
metal / GRT usage, % / vias to the layer above / wire length, um
li1: - / 1648 / -
met1: 33.0 / 1423 / 3950
met4: 2.74 / 0 / 102
met5: 0 / - / 0
met3: 4.49 / 9 / 379
met2: 32.5 / 57 / 3490
-- worst min-delay path: cells and delay by family (launching register included) --
kind | cells | cell delay [ns]
AND/OR/NAND/NOR | 1 | 0.05
flip-flops | 1 | 0.34
AND-OR/OR-AND | 1 | 0.05
-- cells in the final DEF (no fill, tap or decap), types with 5 or more instances in the layout --
master,n
a22oi_1,6
nor3b_1,14
inv_1,6
mux2i_1,33
ha_1,18
clkdlybuf4s50_1,50
nor2_1,89
dfxtp_1,65
xnor2_1,26
o21ai_0,18
nand3_1,5
buf_4,5
dfrtp_1,5
a21oi_1,53
clkbuf_8,12
xor2_1,7
nand2_1,27
nor3_1,9
-- power by group through the flow --
| stage | logic, W | clock network, W | registers (W) |
|---|---|---|---|
| CTS | 0.00115 | 0.000405 | 0.000653 |
| global route | 0.00130 | 0.000426 | 0.000670 |
| finish | 0.00115 | 0.000394 | 0.000652 |
No activity file was given, so power comes from the tool's default toggle rates.
